==> /design/flow/fir2_69.hex <==
0013
FFF1
FFE7
000F
0023
FFF1
FFCB
000E
004F
FFF9
FF8E
FFF9
009D
0022
FF2F
FFB2
010B
0090
FEB6
FF11
018B
0173
FE34
FDD5
020A
0331
FDBF
FB46
026F
0756
FD6E
F2EB
02A8
2892
3D4F
2892
02A8
F2EB
FD6E
0756
026F
FB46
FDBF
0331
020A
FDD5
FE34
0173
018B
FF11
FEB6
0090
010B
FFB2
FF2F
0022
009D
FFF9
FF8E
FFF9
004F
000E
FFCB
FFF1
0023
000F
FFE7
FFF1
0013
0000
0000
0000
0000
0000
0000
0000
0000
0000
0000
0000
0000
0000
0000
0000
0000
0000
0000
0000
0000
0000
0000
0000
0000
0000
0000
0000
0000
0000
0000
0000
0000
0000
0000
0000
0000
0000
0000
0000
0000
0000
0000
0000
0000
0000
0000
0000
0000
0000
0000
0000
0000
0000
0000
0000
0000
0000
0000
0000
0000
0000
0000
0000
0000
0000
0000
0000
0000
0000
0000
0000
0000
0000
0000
0000
0000
0000
0000
0000
0000
0000
0000
0000
0000
0000
0000
0000
0000
0000
0000
0000
0000
0000
0000
0000
0000
0000
0000
0000
0000
0000
0000
0000
0000
0000
0000
0000
0000
0000
0000
0000
0000
0000
0000
0000
0000
0000
0000
0000
0000
0000
0000
0000
0000
0000
0000
0000
0000
0000
0000
0000
0000
0000
0000
0000
0000
0000
0000
0000
0000
0000
0000
0000
0000
0000
0000
0000
0000
0000
0000
0000
0000
0000
0000
0000
0000
0000
0000
0000
0000
0000
0000
0000
0000
0000
0000
0000
0000
0000
0000
0000
0000
0000
0000
0000
0000
0000
0000
0000
0000
0000
0000
0000
0000
0000
0000
0000
0000
0000
0000
0000
0000
0000
0000
0000
0000
0000
0000
0000
0000
0000
0000
0000
0000
0000
0000
0000
0000
0000
0000
0000
0000
0000
0000
0000
0000
0000
0000
0000
0000
0000
0000
0000
0000
0000
0000
0000
0000
0000
0000
0000
0000
0000
0000
0000
0000
0000
0000
0000
0000
0000
0000
0000
0000
0000
0000
0000
0000
0000
0000
0000
0000
0000
0000
0000
0000
0000
0000
0000
0000
0000
0000
0000
0000
0000
0000
0000
0000
0000
0000
0000
0000
0000
0000
0000
0000
0000
0000
0000
0000
0000
0000
0000
0000
0000
0000
0000
0000
0000
0000
0000
0000
0000
0000
0000
0000
0000
0000
0000
0000
0000
0000
0000
0000
0000
0000
0000
0000
0000
0000
0000
0000
0000
0000
0000
0000
0000
0000
0000
0000
0000
0000
0000
0000
0000
0000
0000
0000
0000
0000
0000
0000
0000
0000
0000
0000
0000
0000
0000
0000
0000
0000
0000
0000
0000
0000
0000
0000
0000
0000
0000
0000
0000
0000
0000
0000
0000
0000
0000
0000
0000
0000
0000
0000
0000
0000
0000
0000
0000
0000
0000
0000
0000
0000
0000
0000
0000
0000
0000
0000
0000
0000
0000
0000
0000
0000
0000
0000
0000
0000
0000
0000
0000
0000
0000
0000
0000
0000
0000
0000
0000
0000
0000
0000
0000
0000
0000
0000
0000
0000
0000
0000
0000
0000
0000
0000
0000
0000
0000
0000
0000
0000
0000
0000
0000
0000
0000
0000
0000
0000
0000
0000
0000
0000
0000
0000
0000
0000
0000
0000
0000
0000
0000
==> /design/flow/run.sh <==
#!/bin/bash
# OpenROAD 26Q1-2900-gdf79404cd8, Yosys 0.63+post, stock flow scripts
make -C /OpenROAD-flow-scripts/flow DESIGN_CONFIG=/design/flow/config.mk WORK_HOME=/design/flow/orfs finish
==> /design/flow/config.mk <==
export PLATFORM = sky130hd
export DESIGN_NAME = jtframe_fir2
export DESIGN_NICKNAME = jtframe_fir2
export VERILOG_FILES = /design/flow/design.v
export SDC_FILE = /design/flow/constraint.sdc
export NUM_CORES = 4
export LEC_CHECK = 1
export CORE_UTILIZATION = 30
export SYNTH_HDL_FRONTEND = slang
export SYNTH_MEMORY_MAX_BITS = 65536
==> /design/flow/constraint.sdc <==
current_design jtframe_fir2

set clk_period 13.2
set clk_io_pct 0.2

create_clock -name clk0 -period $clk_period [get_ports {clk}]

set non_clock_inputs [all_inputs -no_clocks]
set_input_delay [expr $clk_period * $clk_io_pct] -clock clk0 $non_clock_inputs
set_output_delay [expr $clk_period * $clk_io_pct] -clock clk0 [all_outputs]
==> /design/flow/design.v <==
module jtframe_fir2(
    input             rst,
    input             clk,
    input             sample,
    input      signed [15:0] l_in,
    input      signed [15:0] r_in,
    output reg signed [15:0] l_out,
    output reg signed [15:0] r_out
);
parameter [7:0] KMAX = 8'd68;
reg signed [15:0] ram[0:511];    
reg [6:0] pt_wr, pt_rd, cnt;
reg       st;
reg signed [35:0] acc_l, acc_r;
reg signed [15:0] coeff;
reg signed [31:0] p_l, p_r;
function signed [35:0] ext;
    input signed [31:0] p;
    ext = { {4{p[31]}}, p };
endfunction
function [6:0] loop_inc;
    input [6:0] s;
    loop_inc = s == KMAX ? 8'd0 : s+8'd1;
endfunction
function signed [15:0] sat;
    input [35:0] a;
    sat = a[35:30] == {6{a[29]}} ? a[29:14] : { a[35], {15{~a[35]}} };
endfunction
always@(posedge clk, posedge rst) begin
    if( rst ) begin
        l_out <= 16'd0;
        r_out <= 16'd0;
        pt_rd <= 8'd0;
        pt_wr <= 8'd0;
        cnt   <= 8'd0;
    end else begin
        if( sample ) begin
            pt_rd <= pt_wr;
            cnt   <= KMAX;
            ram[ { 2'd1, pt_wr } ] <= l_in;
            ram[ { 2'd2, pt_wr } ] <= r_in;
            pt_wr <= loop_inc( pt_wr );
            acc_l <= 36'd0;
            acc_r <= 36'd0;
            p_l   <= 32'd0;
            p_r   <= 32'd0;
            st    <= 0;
        end else begin
            if( cnt != 8'd0 ) begin
                st <= ~st;
                if( st == 0 ) begin
                    coeff <= ram[ {2'd0, cnt } ];
                end else begin
                    p_l <= ram[ {2'd1, pt_rd } ] * coeff;
                    p_r <= ram[ {2'd2, pt_rd } ] * coeff;
                    acc_l <= acc_l + ext(p_l);
                    acc_r <= acc_r + ext(p_r);
                    cnt <= cnt-8'd1;
                    pt_rd <= loop_inc( pt_rd );
                end
            end else begin
                l_out <= sat(acc_l);
                r_out <= sat(acc_r);
            end
        end
    end
end
initial begin
    $readmemh( "fir2_69.hex", ram );
end
endmodule
==> out/results.ini <==
[synth]
top_area_cell=edfxtp_1
synthDominantCellAreaShare=0.376
synth_flop_count=176
synthTopCellsByArea=edfxtp_1 (38%), dfrtp_1 (8.9%), ha_1 (8.2%)
synthCells=1163
yosys-stat-area_mm2=0.0109
syn-mean-instance-area_um2=9.40
syn_area_mm2=0.0109
async_reset_ff_frac=0.222
yosys_warnings=0
yosys-stat-cells=1163
yosys.stat.seqShare=0.465
synthDistinctLibCells=60
synthFlopType=edfxtp_1
synth-edff-count=137

[sta]
maxSlewHeadroom=0.558
fin_worst_skew_ns=0.0112
fin_setup_tns_ns=0
finalCritPeriodShare=0.354
period_minus_slack_ns=4.68
tightest_slew_ns=0.663
rsz0062_at_grt=false
max_freq_mhz=214
finalMaxSlewViolations=0
hold_viol=0
setup_violations=0

[cts]
htree_levels=4
post_cts_buffers=0
path_clk_slew_ns=0.07
cts_tree=yes
cts_buffer_depth=2
cts_buffers=17
clock_latency_ns=0.44
cts_resized=0
cts.sinks=176
cts_root_buf=clkbuf_16
cts_hold_buffers=0

[route]
wl_um=23800
post_drt_wl_per_cell_um=14.5
ant_nets=0
drc=0
drtIter0Drc=468
diodes=0
routed-via-count=8423
dr.pass1.iters=21
vias_per_cell=5.13

[placed_design]
place.gp.congestion=0.888
dp_hpwl_um=15600
io_buffers=34

[critical_path]
reg2reg_slack_ns=9.89
r2r_start=p_r[3]
required_ns=13.27
r2r_cells=10
critPathArrivalTime_ns=4.74
critPathMaxFanout=50
worstSetupStartpointType=input port
r2r-end=acc_r[35]
endpoint_kind=register
critPathKind=in2reg

[floorplanning]
fp.coreArea_mm2=0.0357
num_rows=69
die_w_um=193
die_area_mm2=0.0372
die_height_um=193
ioPinCount=67
fp_util=0.306

[global_route]
grt_util_all_layers=0.136
grt_pass1_vias=8045
grt_max_degree=55
grt_overflow=0
grt_pass1_wl_um=40200
antenna_found_initial=0

[worst_hold_path]
hold_depth=1
hp-class=reg2reg
min_from=r_out[15]
worstHoldEndpoint=r_out[15]

[final_layout]
drive_above_1_share=0.0500
area_delta_synth_final_pct=12.5

[pwr]
leakage_uw=0.00499
total_power_uw=1510
ir_drop_mv=0.105
p_per_area_mw_per_mm2=123

[run]
warnings=58
max_cap_violations=0

[outcome]
run_status=completed

==> worst max path at each step <==
stage | from | slack, ns | endpoint
after global routing | rst | 8.40 | p_r[25]
after CTS | rst | 8.51 | p_r[25]
final | rst | 8.52 | acc_r[29]
==> Yosys cell counts, types with 2 or more instances <==
master     number
nand2_1       178
a21oi_1       151
edfxtp_1      137
nor2_1         84
ha_1           72
and3_1         66
clkbuf_1       51
o21ai_0        41
xnor2_1        41
dfrtp_1        39
a21o_1         36
nand3_1        28
inv_1          25
nor3_1         24
xor2_1         19
a211oi_1       14
a31oi_1        14
nand4_1        13
nor2b_1        11
o21bai_1       11
o211ai_1        9
o21a_1          9
and2_1          8
buf_1           8
nand2b_1        6
or3_1           6
nor4_1          5
a41oi_1         4
mux2i_1         4
o21ai_1         4
buf_2           3
nor4b_1         3
or4_1           3
a21boi_0        2
a221oi_1        2
a311oi_1        2
fa_1            2
mux2_2          2
nand3b_1        2
o2111ai_1       2
o311ai_0        2
o41ai_1         2
==> placed cells by master, fill, tap and decap left out, drive strengths merged, types with 8 or more instances in the layout <==
master         count
a211oi            14
a21o              36
a21oi            152
a31oi             15
and2               8
and3              66
buf               14
clkbuf            17
clkdlybuf4s50     33
dfrtp             39
edfxtp           137
ha                72
inv               35
nand2            178
nand3             28
nand4             13
nor2              84
nor2b             11
nor3              24
o211ai             9
o21a               9
o21ai             46
o21bai            11
xnor2             41
xor2              19
==> flip-flops by register name (all words and copies together) (netlist names) <==
signal	flops
acc_l	36
acc_r	36
p_l	32
p_r	32
l_out	16
r_out	16
cnt	7
st	1
==> worst max-delay path, stage by stage <==
cell             delay, ns
clkdlybuf4s50_1       0.47
inv_6                 0.31
buf_4                 0.59
buf_4                 0.63
==> per-stage QoR <==
stage	hold WS, ns	utilization	worst slack [ns]	cell area [um^2]	instances
3_5_place_dp	0.492	0.328	8.03	11700	1609
5_1_grt	0.547	0.344	8.40	12300	1641
4_1_cts	0.512	0.344	8.51	12300	1641
2_1_floorplan	0.456	-	6.03	10900	1163
6_report	0.512	0.344	8.52	12300	1641
3_3_place_gp	0.492	0.328	8.06	11700	1609
==> power by group <==
group / leakage (uW) / internal, uW / switching [uW]
Sequential: 0.00187 / 655 / 32.5
Combinational: 0.00284 / 146 / 179
Clock: 0.000282 / 266 / 231
==> cell type report <==
type | instances | area, um^2
fillers | 3601 | 23400
multi-input cells | 899 | 5530
flip-flops and latches | 176 | 5090
well taps | 461 | 577
repair buffers | 47 | 433
clock buffers | 17 | 425
clock inverters | 15 | 146
inverters | 26 | 103
==> cells by family after synthesis <==
kind of cell,count (synthesis),share of synthesized area
adders and majority gates,74,0.0860
xor gates and xnor gates,60,0.0480
buffers and inverters,88,0.0305
AOI/OAI and AO/OA,317,0.176
DFF,176,0.465
muxes,6,0.00572
and+or+nand+nor,442,0.189
==> per-layer routing <==
metal  share of wire  routed length (um)  vias to the layer above  track usage
li1                -                   -                     4262            -
met5               0                   0                        -            0
met1            0.50               11900                     4009        0.212
met3           0.038                 903                       10       0.0247
met4          0.0076                 182                        0       0.0132
met2            0.46               10900                      142        0.213
No activity file was given, so power comes from the tool's default toggle rates.
